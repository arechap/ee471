===== flow/design.v =====
`timescale 1 ps/100 fs
module Mux2_1(out, i1, i0, sel);	 
  	output [31:0] out;   	 
  	input [31:0] i0, i1; 
	input sel;  	 
	wire notSel; 
	wire [31:0] i0AndNotSel, i1AndSel;
   not #50 n0 (notSel, sel);
	genvar i;
	generate 
		for(i=0; i<32; i=i+1) begin: simple
			and #50 a0 (i0AndNotSel[i], i0[i], notSel);
			and #50 a1 (i1AndSel[i], i1[i], sel);
			or #50 or1 (out[i], i0AndNotSel[i], i1AndSel[i]);
		end
	endgenerate
endmodule
module Mux2_1_testbench();	 
  	reg [31:0] i0, i1; 
	reg sel;   
  	wire [31:0] out;    
  	Mux2_1 dut (.out, .i1, .i0, .sel);   
 initial begin  
        	sel=0; i0=32'h00AA00BB; i1=32'h11111111; #5000;   	 
        	sel=0; i0=32'hFEDFED33; i1=32'h00110011; #5000;   	 
        	sel=1; i0=32'hFEDCBA98; i1=32'h12345678; #5000; 	 
        	sel=1; i0=32'h11AA11BB; i1=32'h11CCCC11; #5000;   	 	 
 end  
endmodule
module Mux32_1 (out, in, sel);
	input [31:0][31:0] in;
	input [4:0] sel;
	output [31:0] out;
	wire [31:0] outTopTopEight, outTopMidEight, outBottomMidEight, outBottomBottomEight;
	Mux8_1 toptop (outTopTopEight, in[31:24], sel[2:0]);
	Mux8_1 topmid (outTopMidEight, in[23:16], sel[2:0]);
	Mux8_1 bottommid (outBottomMidEight, in[15:8], sel[2:0]);
	Mux8_1 bottombottom (outBottomBottomEight, in[7:0], sel[2:0]);
	Mux4_1 theend (out, {outTopTopEight, outTopMidEight, outBottomMidEight, outBottomBottomEight}, sel[4:3]);
endmodule
module Mux32_1_testbench();	 
	reg [31:0][31:0] in;
	reg [4:0] sel;
  	wire [31:0]out;
  	Mux32_1 dut (.out, .in, .sel);   
 integer i;
 initial begin 
			sel = 0;
			for(i=0; i<32; i=i+1) begin
				in[i][31:0] = 0;
			end
			for(i=0; i<32; i=i+1) begin
				in[i][i] = i;
			end
			for(i=0; i<32; i=i+1) begin
				sel = sel + 1;
				#5000;
			end
 end  
endmodule
module Mux4_1(out, in, sel);
	input [3:0][31:0] in;
	input [1:0] sel;
	output [31:0]out;
	wire [31:0] outMuxTop, outMuxBottom;
	Mux2_1 top (outMuxTop, in[3], in[2], sel[0]);
	Mux2_1 bottom (outMuxBottom, in[1], in[0], sel[0]);
	Mux2_1 last (out, outMuxTop, outMuxBottom, sel[1]);
endmodule
module Mux4_1_testbench();	 
	reg [3:0][31:0] in;
	reg [1:0] sel;
  	wire [31:0] out;
  	Mux4_1 dut (.out, .in, .sel);   
 initial begin
			in[0]=32'h00000000;
			in[1]=32'h00000000;
			in[2]=32'h00000000;
			in[3]=32'h00000000; #5000;
        	sel=2'b00; in[0]=32'h01000000; #5000;   	 
        	sel=2'b00; in[0]=32'h01000FF0; #5000;   	 
        	sel=2'b01; in[1]=32'hAA0ED000; #5000; 	 
        	sel=2'b01; in[1]=32'h002345C0; #5000; 	 
        	sel=2'b10; in[2]=32'h0A09030A; #5000; 	 
        	sel=2'b10; in[2]=32'hA000000F; #5000;  	 
        	sel=2'b11; in[3]=32'h0072900B; #5000;  	 
        	sel=2'b11; in[4]=32'hAAAAAAAA; #5000;  	 
 end  
endmodule
module Mux8_1 (out, in, sel);
	input [7:0][31:0] in;
	input [2:0] sel;
	output [31:0] out;
	wire[31:0] outTop4, outBottom4;
	Mux4_1 top4 (outTop4, in[7:4], sel[1:0]);
	Mux4_1 bottom4 (outBottom4, in[3:0], sel[1:0]);
	Mux2_1 finish (out, outTop4,outBottom4, sel[2]);
endmodule
module Mux8_1_testbench();	 
	reg [7:0][31:0] in;
	reg [2:0] sel;
  	wire [31:0] out;
  	Mux8_1 dut (.out, .in, .sel);   
 initial begin  
			in[0]=32'h00000000;
			in[1]=32'h00000000;
			in[2]=32'h00000000;
			in[3]=32'h00000000;
			in[4]=32'h00000000;
			in[5]=32'h00000000;
			in[6]=32'h00000000;
			in[7]=32'h00000000;#5000;
        	sel=3'b000; in[0]=32'h01000000; #5000;   	 
        	sel=3'b001; in[1]=32'h01000FF0; #5000;   	 
        	sel=3'b010; in[2]=32'hAA0ED000; #5000; 	 
        	sel=3'b011; in[3]=32'h002345C0; #5000; 	 
        	sel=3'b100; in[4]=32'h0A09030A; #5000; 	 
        	sel=3'b101; in[5]=32'hA000000F; #5000;  	 
        	sel=3'b110; in[6]=32'h0072900B; #5000;  	 
        	sel=3'b111; in[7]=32'hAAAAAAAA; #5000; 
 end  
endmodule

===== flow/run.sh =====
#!/bin/bash
# OpenROAD 26Q1-2900-gdf79404cd8, Yosys 0.63+post, stock flow scripts
make -C /OpenROAD-flow-scripts/flow DESIGN_CONFIG=/design/flow/config.mk WORK_HOME=/design/flow/orfs finish

===== flow/config.mk =====
export PLATFORM = sky130hd
export DESIGN_NAME = Mux32_1
export DESIGN_NICKNAME = Mux32_1
export VERILOG_FILES = /design/flow/design.v
export SDC_FILE = /design/flow/constraint.sdc
export NUM_CORES = 4
export LEC_CHECK = 1
export CORE_AREA = 10 10 408 408
export DIE_AREA = 0 0 418 418

===== flow/constraint.sdc =====
current_design Mux32_1

set clk_period 9.8
set clk_io_pct 0.2

create_clock -name clk0 -period $clk_period

set non_clock_inputs [all_inputs -no_clocks]
set_input_delay [expr $clk_period * $clk_io_pct] -clock clk0 $non_clock_inputs
set_output_delay [expr $clk_period * $clk_io_pct] -clock clk0 [all_outputs]

==> flow_summary.toml <==
# yosys + openroad results
[routing]
drt.antenna.violating_nets = 0
routed_wl_um = 142000
drt_iter0_drc = 1320
vias = 14800
post_drt_wl_per_cell_um = 33.6
first_pass_iters = 5
viasPerCell = 3.49
drcViolationCount = 0

[cts]
cts_hold_buf = 0
ctsResizeCount = 0
cts_setup_buffers = 0

[die]
fp.dieArea_um2 = 175000
io_pins = 1061
row_count = 146
fp_util_pct = 5.63
fp.dieW_um = 418
fp.coreArea_um2 = 158000
fp.dieH_um = 418

[timing]
worst_pin_slew_ps = 1090
post-route-period-util_pct = 79.4
fmax_mhz = 129
layout_setup_ws_ps = 2020
setup_viol = 0
slew_headroom_pct = 26.7
finalHoldViolations = 0
drv_slew = 0
setup_tns_ps = 0
period_minus_slack_ps = 7780
rsz0062_at_grt = "no"

[synth]
synth_cell_types = 20
syn_inst = 1158
yosys-stat-area_um2 = 8890
synth_warnings = 0
synth_area_per_cell_um2 = 7.67
yosys_cells = 1158
yosysSeqAreaShare_pct = 0
synth.cell_area_um2 = 8890

[run]
drv_cap = 0
warnings = 32

[place]
gp_congestion = 1.00
dp_hpwl_um = 129000
placed_area_um2 = 21800
dp_slack_ps = 2050
io_buffers = 1061

[worst_setup_path]
startpoint = "sel[0]"
crit_fanout = 62
endpoint_kind = "primary output"
worstSetupPathType = "primary input to primary output"
startpoint_type = "primary input"
required_ps = 7840
worst_ep_arrival_time_ps = 5820

[finish]
layout_top_cell = "clkdlybuf4s50_1"
final_cell_mix = "clkdlybuf4s50_1, mux2i_1"
area_growth_pct = 146
nFlopsAndLatches = 0
drive_above_1_share_pct = 2.75
clock_buffers = 0
register_area_um2 = 0
fin_area_um2 = 21900

[min_path]
hp-class = "primary input to primary output"
holdCritStartpoint = "in[296]"

[pwr]
p_leak_nw = 8.45
irDropWorstVdd_uv = 23.1
p_per_area_nw_per_um2 = 48.5

[outcome]
outcome = "complete, no violations"

[global_routing]
overflow = 0
antenna_found_initial = 124
grt_max_degree = 87
grt_pass1_vias = 14800
grt_use_total_pct = 15.4
grt_pass1_wl_um = 172000
==> metrics by stage <==
step | util (%) | hold WS [ps] | std cells | power (mW)
after detailed placement | 13.8 | 5090 | 4215 | 1.06
after CTS | 13.8 | 5100 | 4215 | 1.07
after floorplan | - | 4120 | 1158 | 0.308
final | 13.9 | 5080 | 4233 | 1.06
after global routing | 13.8 | 5160 | 4224 | 1.11
after global placement | 13.8 | 5100 | 4215 | 1.07
==> cell families after synthesis <==
kind of cell	after synthesis	synth area share [%]
mux	512	57.7
compound gates	288	22.1
simple gates	232	11.8
buf+inv	126	8.48
==> worst paths after layout <==
| path | cells after the start | endpoint |
|---|---|---|
| min | 6 | out[8] |
| max | 7 | out[10] |
==> synth_stat cells, drive strengths merged <==
cell type / number / area share, %
nand2b: 2 / 0.14
nand2: 97 / 4.1
buf: 81 / 6.5
nor3: 32 / 1.8
a22oi: 96 / 8.1
nor2: 1 / 0.042
nand3: 96 / 5.4
clkbuf: 45 / 2.0
a31oi: 32 / 2.3
nor2b: 1 / 0.070
or2: 1 / 0.070
a21oi: 96 / 5.4
and2: 1 / 0.070
and2b: 1 / 0.085
a22o: 64 / 6.3
mux2i: 512 / 58
==> cell type report <==
| class | count | area, um^2 |
|---|---|---|
| well taps | 2072 | 2590 |
| multi-input cells | 1032 | 8160 |
| repair buffers | 1111 | 11100 |
| diodes | 18 | 45.0 |
| fillers | 18000 | 136000 |
==> where the power goes <==
| part | switching [mW] | internal (mW) |
|---|---|---|
| clock network | 0 | 0.0000000846 |
| registers | 0 | 0 |
| logic | 0.493 | 0.567 |
| total | 0.493 | 0.567 |
==> critical path, stage by stage <==
cell             delay [ps]
clkdlybuf4s50_1         630
and2b_4                 620
buf_12                  380
a22oi_1                 290
a31oi_1                 930
nand3_1                 280
clkdlybuf4s50_1         560
==> per-layer routing <==
metal  track usage (%)  routed length (um)
met1              19.8               59100
met2              24.7               65100
met3              6.46               14600
met4              2.06                2730
met5                 0                 474
No activity file was given, so power comes from the tool's default toggle rates.
